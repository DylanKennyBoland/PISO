==> /design/flow/design.v <==
`timescale 1ns / 1ns
module PISO #
	(
	parameter DATA_WIDTH = 8  
	)
	(
	input logic clk,
	input logic rst_n,                     
	input logic [DATA_WIDTH-1:0] data_in,  
	input logic valid_in,                  
	output logic data_out,   
	output logic valid_out,  
	output logic busy        
	);
	localparam TX_BIT_CNTR_WIDTH = $clog2(DATA_WIDTH) + 1;
	localparam TX_BIT_POS = 0;
	localparam NUM_BITS_TO_TX = DATA_WIDTH;
	logic [DATA_WIDTH-1:0] tx_data;  
	logic [TX_BIT_CNTR_WIDTH-1:0] tx_bit_cntr;  
	logic tx_done;  
	logic tx_in_progress;  
	always_ff @(posedge clk or negedge rst_n) begin
		if (!rst_n) begin
			tx_data <= {DATA_WIDTH{1'b0}};
		end
		else if ((!tx_in_progress) && valid_in) begin
			tx_data <= data_in;
		end
		else if (!tx_done) begin
			tx_data <= (tx_data >> 1);
		end
	end
	always_ff @(posedge clk or negedge rst_n) begin
		if (!rst_n) begin
			tx_bit_cntr <= {TX_BIT_CNTR_WIDTH{1'b0}};
		end
		else if ((!tx_in_progress) && valid_in) begin
			tx_bit_cntr <= tx_bit_cntr + 1'b1;
		end
		else if (tx_in_progress && (!tx_done)) begin
			tx_bit_cntr <= tx_bit_cntr + 1'b1;
		end
		else if (tx_done) begin
			tx_bit_cntr <= {TX_BIT_CNTR_WIDTH{1'b0}};
		end
	end
	always_ff @(posedge clk or negedge rst_n) begin
		if (!rst_n) begin
			tx_in_progress <= 1'b0;
		end
		else if (valid_in && (!tx_in_progress)) begin
			tx_in_progress <= 1'b1;
		end
		else if (tx_done) begin
			tx_in_progress <= 1'b0;
		end
	end
	assign tx_done = (tx_bit_cntr == NUM_BITS_TO_TX);  
	assign busy = tx_in_progress;
	assign data_out = tx_data[TX_BIT_POS];
	assign valid_out = tx_in_progress;
endmodule
==> /design/flow/run.sh <==
#!/bin/bash
# OpenROAD 26Q1-2900-gdf79404cd8, Yosys 0.63+post, stock flow scripts
make -C /OpenROAD-flow-scripts/flow DESIGN_CONFIG=/design/flow/config.mk WORK_HOME=/design/flow/orfs finish
==> /design/flow/config.mk <==
export PLATFORM = sky130hd
export DESIGN_NAME = PISO
export DESIGN_NICKNAME = PISO
export VERILOG_FILES = /design/flow/design.v
export SDC_FILE = /design/flow/constraint.sdc
export NUM_CORES = 4
export LEC_CHECK = 1
export CORE_AREA = 10 10 87 87
export DIE_AREA = 0 0 97 97
==> /design/flow/constraint.sdc <==
current_design PISO

set clk_period 3.2
set clk_io_pct 0.2

create_clock -name clk0 -period $clk_period [get_ports {clk}]

set non_clock_inputs [all_inputs -no_clocks]
set_input_delay [expr $clk_period * $clk_io_pct] -clock clk0 $non_clock_inputs
set_output_delay [expr $clk_period * $clk_io_pct] -clock clk0 [all_outputs]
==> results.toml <==
# physical design summary
[outcome]
status = "finished clean"

[floorplan]
die-area_um2 = 9409
std_cell_rows = 27
die_x_um = 97
num_io_pins = 14
core_area_um2 = 5642
floorplan.die.height_um = 97
initial_core_util = 0.1240

[worst_setup_path]
worst-endpoint-required_ns = 2.56
r2r_setup_slk_ns = 1.63
crit_type = "reg2out"
endpoint_kind = "output port"
max_stage_delay_ns = 0.53
crit_buf_inv = 1
worstPathMaxFanout = 10
critical-path-top-delay-family = "buffers and inverters"
path_cells = "clkdlybuf4s50_1"
startpoint_type = "flop"
cp_data_arrival_time_ns = 1.29
timing.critical_path.slowest_stage_cell = "clkdlybuf4s50_1"

[final_layout]
final_cell_area_um2 = 934.6
area_grow_syn2layout_pct = 33.63
final_cell_count_no_fill = 146
final.fill_count = 609
drive_above_1_share = 0.2027
sequential_cell_area_um2 = 325.3
multiInputGateArea_um2 = 317.8

[cts]
clk-insertion-delay-late_ns = 0.24
cts_tree = "done"
cts.hold.buffers_added = 0
tritoncts.num_buffers = 3
worst_setup_hold_path_clk_slew_ns = 0.05
cts.htree.levels = 1
clockRootBuffer = "clkbuf_8"
post_cts_resize_count = 0
clk_path_buf_depth = 2
post_cts_buffers = 0
clk_sinks = 13

[placed_design]
post_dp_cell_area_um2 = 889.6
gp_routability_congestion = 0.7762
dpl.hpwl_um = 1212
numPortBuffers = 13
numPlacedInstances = 142

[sta]
timing.setup.tns_ns = 0
hold_viol_final = 0
worst_clock_skew_ns = 0.004474
rsz0062_at_grt = "no"
final_period_minus_worst_setup_slack_ns = 1.930
fmax_ghz = 0.5181
transition_time_of_the_tightest_slew_check_pin_ns = 0.5539
hold-worst-slack_ns = 0.5130
report.final.slew_viol_count = 0
min_period_over_period = 0.6032
finalSetupViolCount = 0
worst_slew_margin_rel = 0.6296

[grt]
number_of_global_route_vias_before_repair = 475
maximum_number_of_pins_on_one_net_before_global_route_repair = 14
wire_length_of_the_first_global_routing_pass_um = 2359
grt_antenna_before_repair = 0
grt-ovfl-total = 0
track_usage = 0.02932

[synthesis]
synthesis.instances = 60
netlist.area_leader.share = 0.4651
yosysTopAreaCell = "dfrtp_1"
ys_types = 25
mappedNetlistArea_um2 = 699.4
syn_avg_cell_area_um2 = 11.66
yosys.stat.seqShare = 0.4651
yosys_most_used_dff = "dfrtp_1"
flip_flop_and_latch_count_after_synthesis = 13
yosys-top-cells-count = "dfrtp_1 (13), a221o_1 (7), and2_2 (7)"
yosys_cell_count = 60
yosys_warnings = 1
synth.area.top_cells = "dfrtp_1 (47%), a221o_1 (10%), and2_2 (7.5%)"
most_common_cell = "dfrtp_1"
async_reset_ff_frac = 1.000
yosys.stat.chipArea_um2 = 699.4
edf_count = 0

[job]
cap_viol_max_count = 0
stage_log_warnings = 26

[routing]
postRouteAntennaNets = 0
initialDrtViolationCount = 26
antenna_cell_count = 0
drc = 0
viasPerCell = 3.322
via_count = 485
drt_pre_antenna_iters = 4
finalWirelength_um = 1496
wire_per_inst_um = 10.25

[min_path]
worstHoldPathType = "reg2reg"

[pwr]
cellLeakagePower_nw = 0.4140
max-vdd-ir-drop_mv = 0.1728
p_per_area_nw_per_um2 = 717.2
total_power_after_layout_mw = 0.6703
## per-layer routing
layer / part of all wire / vias up / GRT usage
met2: 0.41 / 8 / 0.03783
met5: 0 / - / 0
met3: 0.064 / 2 / 0.01074
met4: 0.027 / 0 / 0.01127
met1: 0.50 / 227 / 0.04243
li1: - / 248 / -
## metrics by stage
| step | setup WS (ns) | util |
|---|---|---|
| global placement | 1.100 | 0.1577 |
| floorplan | 1.705 | - |
| finish | 1.270 | 0.1657 |
| global route | 1.186 | 0.1657 |
| detailed placement | 1.094 | 0.1577 |
| CTS | 1.246 | 0.1657 |
## where the power goes
group	leakage, nW	internal (mW)	switching [mW]	total [mW]
combinational	0.225	0.146	0.0928	0.239
sequential	0.167	0.225	0.0673	0.293
clock	0.0228	0.0875	0.0518	0.139
## cells in the final DEF (no fill, tap or decap), types with 2 or more instances in the layout
cell | Yosys | final
clkdlybuf4s50_1 | 0 | 13
dfrtp_1 | 13 | 13
and2_2 | 7 | 7
a221o_1 | 7 | 7
inv_1 | 5 | 5
clkbuf_8 | 0 | 3
mux2i_1 | 2 | 2
and4b_1 | 2 | 2
nand2_1 | 2 | 2
o221ai_1 | 2 | 2
ha_1 | 2 | 2
## flip-flops by register name (all words and copies together) (netlist names)
signal          count
tx_in_progress      1
tx_data             8
tx_bit_cntr         4
## final timing paths
| check | from | to | depth (start not counted) |
|---|---|---|---|
| max | tx_in_progress | busy | 1 |
| min | tx_data[7] | tx_data[7] | 1 |
| max reg2reg | tx_bit_cntr[0] | tx_data[0] | 5 |
| min reg2reg | tx_data[7] | tx_data[7] | 1 |
| max in group asynchronous | rst_n | tx_data[1] | 1 |
| min in group asynchronous | rst_n | tx_data[7] | 1 |
## area by class of cell
cell class / count / area share
Clock buffer: 4 / 0.04819
Sequential cell: 13 / 0.3481
Timing Repair Buffer: 14 / 0.1473
Tap cell: 72 / 0.09639
Inverter: 5 / 0.02008
Multi-Input combinational cell: 38 / 0.3400
## cells by family (layout without fill, tap and decap cells)
logic type / count (synthesis) / after routing / synth area share
mux: 3 / 3 / 0.04472
compound gates: 14 / 14 / 0.1789
simple gates: 19 / 19 / 0.1950
buf+inv: 9 / 23 / 0.08050
flops: 13 / 13 / 0.4651
fa+ha+maj: 2 / 2 / 0.03577
Power is estimated from default activity; no workload was simulated.
